===== /design/flow/design.v =====
module dma_axi_if (
	clk,
	rst,
	dma_axi_rd_req_i,
	dma_axi_rd_resp_o,
	dma_axi_wr_req_i,
	dma_axi_wr_resp_o,
	dma_mosi_o,
	dma_miso_i,
	dma_fifo_req_o,
	dma_fifo_resp_i,
	axi_pend_txn_o,
	axi_dma_err_o,
	clear_dma_i,
	dma_abort_i,
	dma_active_i
);
	input clk;
	input rst;
	input wire [48:0] dma_axi_rd_req_i;
	output reg [0:0] dma_axi_rd_resp_o;
	input wire [48:0] dma_axi_wr_req_i;
	output reg [0:0] dma_axi_wr_resp_o;
	output reg [182:0] dma_mosi_o;
	input wire [59:0] dma_miso_i;
	output reg [33:0] dma_fifo_req_o;
	localparam dma_utils_pkg_FIFO_WIDTH = 4;
	input wire [43:0] dma_fifo_resp_i;
	output reg axi_pend_txn_o;
	output reg [34:0] axi_dma_err_o;
	input clear_dma_i;
	input dma_abort_i;
	input dma_active_i;
	reg [3:0] rd_counter_ff;
	reg [3:0] next_rd_counter;
	reg [3:0] wr_counter_ff;
	reg [3:0] next_wr_counter;
	wire [3:0] rd_txn_last_strb;
	reg rd_txn_hpn;
	reg wr_txn_hpn;
	reg rd_resp_hpn;
	reg wr_resp_hpn;
	reg rd_err_hpn;
	reg wr_err_hpn;
	wire [31:0] rd_txn_addr;
	wire [31:0] wr_txn_addr;
	reg err_lock_ff;
	reg next_err_lock;
	reg wr_data_txn_hpn;
	reg wr_lock_ff;
	reg next_wr_lock;
	reg wr_new_txn;
	reg wr_beat_hpn;
	wire wr_data_req_empty;
	reg aw_txn_started_ff;
	reg next_aw_txn;
	reg [11:0] wr_data_req_in;
	wire [11:0] wr_data_req_out;
	reg [7:0] beat_counter_ff;
	reg [7:0] next_beat_count;
	reg [34:0] dma_error_ff;
	reg [34:0] next_dma_error;
	function automatic [31:0] apply_strb;
		input reg [31:0] data;
		input reg [3:0] mask;
		reg [31:0] out_data;
		begin
			begin : sv2v_autoblock_1
				reg signed [31:0] i;
				for (i = 0; i < 4; i = i + 1)
					if (mask[i] == 1'b1)
						out_data[8 * i+:8] = data[8 * i+:8];
					else
						out_data[8 * i+:8] = 8'd0;
			end
			apply_strb = out_data;
		end
	endfunction
	dma_fifo #(
		.SLOTS(8),
		.WIDTH(12)
	) u_fifo_wr_data(
		.clk(clk),
		.rst(rst),
		.write_i(wr_new_txn),
		.read_i(wr_data_txn_hpn),
		.data_i(wr_data_req_in),
		.data_o(wr_data_req_out),
		.error_o(),
		.full_o(),
		.empty_o(wr_data_req_empty),
		.ocup_o(),
		.clear_i(1'b0),
		.free_o()
	);
	dma_fifo #(
		.SLOTS(8),
		.WIDTH(4)
	) u_fifo_rd_strb(
		.clk(clk),
		.rst(rst),
		.write_i(rd_txn_hpn),
		.read_i(rd_resp_hpn),
		.data_i(dma_axi_rd_req_i[5-:4]),
		.data_o(rd_txn_last_strb),
		.error_o(),
		.full_o(),
		.empty_o(),
		.ocup_o(),
		.clear_i(1'b0),
		.free_o()
	);
	dma_fifo #(
		.SLOTS(8),
		.WIDTH(32)
	) u_fifo_rd_error(
		.clk(clk),
		.rst(rst),
		.write_i(rd_txn_hpn),
		.read_i(rd_resp_hpn),
		.data_i(dma_axi_rd_req_i[48-:32]),
		.data_o(rd_txn_addr),
		.error_o(),
		.full_o(),
		.empty_o(),
		.ocup_o(),
		.clear_i(1'b0),
		.free_o()
	);
	dma_fifo #(
		.SLOTS(8),
		.WIDTH(32)
	) u_fifo_wr_error(
		.clk(clk),
		.rst(rst),
		.write_i(wr_txn_hpn),
		.read_i(wr_resp_hpn),
		.data_i(dma_axi_wr_req_i[48-:32]),
		.data_o(wr_txn_addr),
		.error_o(),
		.full_o(),
		.empty_o(),
		.ocup_o(),
		.clear_i(1'b0),
		.free_o()
	);
	always @(*) begin
		axi_pend_txn_o = |rd_counter_ff || |wr_counter_ff;
		axi_dma_err_o = dma_error_ff;
		next_dma_error = dma_error_ff;
		next_err_lock = err_lock_ff;
		next_rd_counter = rd_counter_ff;
		next_wr_counter = wr_counter_ff;
		if (~dma_active_i)
			next_err_lock = 1'b0;
		else
			next_err_lock = rd_err_hpn || wr_err_hpn;
		if (~err_lock_ff)
			if (rd_err_hpn) begin
				next_dma_error[0] = 1'b1;
				next_dma_error[2] = 1'd1;
				next_dma_error[1] = 1'd0;
				next_dma_error[34-:32] = rd_txn_addr;
			end
			else if (wr_err_hpn) begin
				next_dma_error[0] = 1'b1;
				next_dma_error[2] = 1'd1;
				next_dma_error[1] = 1'd1;
				next_dma_error[34-:32] = wr_txn_addr;
			end
		if (clear_dma_i) begin
			next_dma_error = 35'b00000000000000000000000000000000000;
			next_wr_lock = 1'b0;
		end
		rd_txn_hpn = dma_mosi_o[1] && dma_miso_i[45];
		rd_resp_hpn = (dma_miso_i[0] && dma_miso_i[2]) && dma_mosi_o[0];
		wr_txn_hpn = dma_mosi_o[112] && dma_miso_i[59];
		wr_resp_hpn = dma_miso_i[46] && dma_mosi_o[72];
		if (dma_active_i) begin
			if (rd_txn_hpn || rd_resp_hpn)
				next_rd_counter = (rd_counter_ff + (rd_txn_hpn ? 'd1 : 'd0)) - (rd_resp_hpn ? 'd1 : 'd0);
			if (wr_txn_hpn || wr_resp_hpn)
				next_wr_counter = (wr_counter_ff + (wr_txn_hpn ? 'd1 : 'd0)) - (wr_resp_hpn ? 'd1 : 'd0);
		end
		else begin
			next_rd_counter = 'd0;
			next_wr_counter = 'd0;
		end
		wr_data_txn_hpn = (dma_mosi_o[73] && dma_mosi_o[75]) && dma_miso_i[58];
		wr_new_txn = 1'b0;
		next_wr_lock = wr_lock_ff;
		wr_data_req_in = 12'b000000000000;
		if (dma_axi_wr_req_i[0]) begin
			next_wr_lock = ~dma_axi_wr_resp_o[0];
			wr_new_txn = ~wr_lock_ff;
			wr_data_req_in[11-:8] = dma_axi_wr_req_i[16-:8];
			wr_data_req_in[3-:4] = dma_axi_wr_req_i[5-:4];
		end
		if (wr_txn_hpn)
			next_wr_lock = 1'b0;
		wr_beat_hpn = dma_mosi_o[73] && dma_miso_i[58];
		next_beat_count = beat_counter_ff;
		if (wr_beat_hpn)
			next_beat_count = beat_counter_ff + 'd1;
		if (wr_data_txn_hpn)
			next_beat_count = 8'b00000000;
	end
	always @(*) begin : axi4_master
		dma_mosi_o = 183'b000000000000000000000000000000000000000000000000000000000000000000000000000000000000000000000000000000000000000000000000000000000000000000000000000000000000000000000000000000000000000;
		dma_fifo_req_o = 34'b0000000000000000000000000000000000;
		rd_err_hpn = 1'b0;
		wr_err_hpn = 1'b0;
		dma_axi_rd_resp_o = 1'b0;
		dma_axi_wr_resp_o = 1'b0;
		if (dma_active_i) begin
			dma_mosi_o[13-:3] = 3'b010;
			dma_mosi_o[71-:8] = 0;
			dma_mosi_o[1] = (rd_counter_ff < 8 ? dma_axi_rd_req_i[0] : 1'b0);
			if (dma_mosi_o[1]) begin
				dma_axi_rd_resp_o[0] = dma_miso_i[45];
				dma_mosi_o[63-:32] = dma_axi_rd_req_i[48-:32];
				dma_mosi_o[31-:8] = dma_axi_rd_req_i[16-:8];
				dma_mosi_o[23-:3] = dma_axi_rd_req_i[8-:3];
				dma_mosi_o[20-:2] = (dma_axi_rd_req_i[1] == 1'd0 ? 2'd1 : 2'd0);
			end
			dma_mosi_o[0] = ~dma_fifo_resp_i[1] || dma_abort_i;
			if (dma_miso_i[0] && (~dma_fifo_resp_i[1] || dma_abort_i)) begin
				dma_fifo_req_o[33] = (dma_abort_i ? 1'b0 : 1'b1);
				dma_fifo_req_o[31-:32] = apply_strb(dma_miso_i[36-:32], rd_txn_last_strb);
				if (dma_miso_i[2] && dma_mosi_o[0])
					rd_err_hpn = (dma_miso_i[4-:2] == 2'd2) || (dma_miso_i[4-:2] == 2'd3);
			end
			dma_mosi_o[124-:3] = 3'b010;
			dma_mosi_o[182-:8] = 0;
			dma_mosi_o[112] = (wr_counter_ff < 8 ? (dma_axi_wr_req_i[0] && (~dma_fifo_resp_i[0] || dma_abort_i)) || aw_txn_started_ff : 1'b0);
			if (dma_mosi_o[112]) begin
				dma_axi_wr_resp_o[0] = dma_miso_i[59];
				dma_mosi_o[174-:32] = dma_axi_wr_req_i[48-:32];
				dma_mosi_o[142-:8] = dma_axi_wr_req_i[16-:8];
				dma_mosi_o[134-:3] = dma_axi_wr_req_i[8-:3];
				dma_mosi_o[131-:2] = (dma_axi_wr_req_i[1] == 1'd0 ? 2'd1 : 2'd0);
				next_aw_txn = ~dma_miso_i[59];
			end
			if (~wr_data_req_empty && (~dma_fifo_resp_i[0] || dma_abort_i)) begin
				dma_fifo_req_o[32] = (dma_abort_i ? 1'b0 : dma_miso_i[58]);
				dma_mosi_o[111-:32] = dma_fifo_resp_i[43-:32];
				dma_mosi_o[79-:4] = wr_data_req_out[3-:4];
				dma_mosi_o[75] = beat_counter_ff == wr_data_req_out[11-:8];
				dma_mosi_o[73] = 1'b1;
			end
			dma_mosi_o[72] = 1'b1;
			if (dma_miso_i[46])
				wr_err_hpn = (dma_miso_i[49-:2] == 2'd2) || (dma_miso_i[49-:2] == 2'd3);
		end
	end
	always @(posedge clk)
		if (rst) begin
			rd_counter_ff <= 4'b0000;
			wr_counter_ff <= 4'b0000;
			dma_error_ff <= 35'b00000000000000000000000000000000000;
			err_lock_ff <= 1'b0;
			beat_counter_ff <= next_beat_count;
			wr_lock_ff <= 1'b0;
			aw_txn_started_ff <= 1'b0;
		end
		else begin
			rd_counter_ff <= next_rd_counter;
			wr_counter_ff <= next_wr_counter;
			dma_error_ff <= next_dma_error;
			err_lock_ff <= next_err_lock;
			beat_counter_ff <= next_beat_count;
			wr_lock_ff <= next_wr_lock;
			aw_txn_started_ff <= next_aw_txn;
		end
endmodule
module dma_fifo (
	clk,
	rst,
	clear_i,
	write_i,
	read_i,
	data_i,
	data_o,
	error_o,
	full_o,
	empty_o,
	ocup_o,
	free_o
);
	parameter signed [31:0] SLOTS = 16;
	parameter signed [31:0] WIDTH = 32;
	input clk;
	input rst;
	input clear_i;
	input write_i;
	input read_i;
	input [WIDTH - 1:0] data_i;
	output reg [WIDTH - 1:0] data_o;
	output reg error_o;
	output reg full_o;
	output reg empty_o;
	output reg [$clog2((SLOTS > 1 ? SLOTS : 2)):0] ocup_o;
	output reg [$clog2((SLOTS > 1 ? SLOTS : 2)):0] free_o;
	reg [(SLOTS * WIDTH) - 1:0] fifo_ff;
	reg [$clog2((SLOTS > 1 ? SLOTS : 2)):0] write_ptr_ff;
	reg [$clog2((SLOTS > 1 ? SLOTS : 2)):0] read_ptr_ff;
	reg [$clog2((SLOTS > 1 ? SLOTS : 2)):0] next_write_ptr;
	reg [$clog2((SLOTS > 1 ? SLOTS : 2)):0] next_read_ptr;
	reg [$clog2((SLOTS > 1 ? SLOTS : 2)):0] fifo_ocup;
	function automatic [($clog2((SLOTS > 1 ? SLOTS : 2)) >= 0 ? $clog2((SLOTS > 1 ? SLOTS : 2)) + 1 : 1 - $clog2((SLOTS > 1 ? SLOTS : 2))) - 1:0] sv2v_cast_45872;
		input reg [($clog2((SLOTS > 1 ? SLOTS : 2)) >= 0 ? $clog2((SLOTS > 1 ? SLOTS : 2)) + 1 : 1 - $clog2((SLOTS > 1 ? SLOTS : 2))) - 1:0] inp;
		sv2v_cast_45872 = inp;
	endfunction
	always @(*) begin
		next_read_ptr = read_ptr_ff;
		next_write_ptr = write_ptr_ff;
		if (SLOTS == 1) begin
			empty_o = write_ptr_ff == read_ptr_ff;
			full_o = write_ptr_ff[0] != read_ptr_ff[0];
			data_o = (empty_o ? {WIDTH {1'sb0}} : fifo_ff[0+:WIDTH]);
		end
		else begin
			empty_o = write_ptr_ff == read_ptr_ff;
			full_o = (write_ptr_ff[$clog2((SLOTS > 1 ? SLOTS : 2)) - 1:0] == read_ptr_ff[$clog2((SLOTS > 1 ? SLOTS : 2)) - 1:0]) && (write_ptr_ff[$clog2((SLOTS > 1 ? SLOTS : 2))] != read_ptr_ff[$clog2((SLOTS > 1 ? SLOTS : 2))]);
			data_o = (empty_o ? {WIDTH {1'sb0}} : fifo_ff[read_ptr_ff[$clog2((SLOTS > 1 ? SLOTS : 2)) - 1:0] * WIDTH+:WIDTH]);
		end
		if (write_i && ~full_o)
			next_write_ptr = write_ptr_ff + 'd1;
		if (read_i && ~empty_o)
			next_read_ptr = read_ptr_ff + 'd1;
		error_o = (write_i && full_o) || (read_i && empty_o);
		fifo_ocup = write_ptr_ff - read_ptr_ff;
		free_o = sv2v_cast_45872(SLOTS) - fifo_ocup;
		ocup_o = fifo_ocup;
	end
	always @(posedge clk)
		if (rst) begin
			write_ptr_ff <= 1'sb0;
			read_ptr_ff <= 1'sb0;
		end
		else if (clear_i) begin
			write_ptr_ff <= 1'sb0;
			read_ptr_ff <= 1'sb0;
		end
		else begin
			write_ptr_ff <= next_write_ptr;
			read_ptr_ff <= next_read_ptr;
			if (write_i && ~full_o)
				if (SLOTS == 1)
					fifo_ff[0+:WIDTH] <= data_i;
				else
					fifo_ff[write_ptr_ff[$clog2((SLOTS > 1 ? SLOTS : 2)) - 1:0] * WIDTH+:WIDTH] <= data_i;
		end
	initial begin
		begin : illegal_fifo_slot
		end
		begin : min_fifo_size
		end
	end
endmodule

===== /design/flow/run.sh =====
#!/bin/bash
# OpenROAD 26Q1-2900-gdf79404cd8, Yosys 0.63+post, stock flow scripts
make -C /OpenROAD-flow-scripts/flow DESIGN_CONFIG=/design/flow/config.mk WORK_HOME=/design/flow/orfs finish

===== /design/flow/config.mk =====
export PLATFORM = sky130hd
export DESIGN_NAME = dma_axi_if
export DESIGN_NICKNAME = dma_axi_if
export VERILOG_FILES = /design/flow/design.v
export SDC_FILE = /design/flow/constraint.sdc
export NUM_CORES = 4
export LEC_CHECK = 1
export CORE_UTILIZATION = 30

===== /design/flow/constraint.sdc =====
current_design dma_axi_if

set clk_period 24.9
set clk_io_pct 0.2

create_clock -name clk0 -period $clk_period [get_ports {clk}]

set non_clock_inputs [all_inputs -no_clocks]
set_input_delay [expr $clk_period * $clk_io_pct] -clock clk0 $non_clock_inputs
set_output_delay [expr $clk_period * $clk_io_pct] -clock clk0 [all_outputs]

==> results_slide.txt <==
Run Summary

Run status
  • Status: finished, final reports clean

Cells and area
  • Final Instance Count excl. Fillers: 4,991
  • Synthesis-to-layout area growth: 21.2%
  • Layout cells sized above 1: 12.1%

Flow run
  • Max Cap Viol: 0
  • Count of tool warnings: 83

Setup path
  • CP arrival: 8.03 ns
  • Critical path peak fanout: 34
  • Worst path required time: 19.92 ns
  • CP max-delay cell: inv_1
  • Crit path cell chain: clkdlybuf4s50_1, nand2b_1, nand2_1, or2_2, inv_1, nand2_1, nor4_1, clkdlybuf4s50_1
  • Setup crit end kind: primary output
  • CP startpoint kind: primary input
  • CP max stage delay: 0.59 ns
  • Setup CP Type: primary input to primary output

Timing
  • Transition time of the tightest slew-check pin: 0.978 ns
  • Number of unconstrained endpoints: 1
  • Register pins left without a clock: 1
  • RSZ-0062 raised after global routing: no
  • Total negative slack: 0 ns
  • Fin Clk Skew: 0.0567 ns
  • Fin. max-slew vios: 0
  • Period minus WS final: 13.01 ns
  • Cycle use final: 52.2%
  • Hold Violations, Final: 0
  • Final setup viols: 0
  • Peak Freq: 76.9 MHz
  • Slew margin rel.: 34.3%

Yosys
  • Distinct cells, synth: 65
  • Post-Synthesis Cells: 2,996
  • Top non-seq family: AND-OR/OR-AND gates
  • Yosys cell count: 2,996
  • Synth Flop Type: edfxtp_1
  • Number of enable flip-flop cells: 640
  • Top post-synthesis cells by count: edfxtp_1, a22o_1, nand2_1
  • Mux frac, synth: 12.4%
  • Cell type with the largest total area: edfxtp_1
  • Synth warn: 4
  • Async S/R FF share, synth: 0%
  • Xor/xnor share: 1.33%
  • Synthesized cell area: 38,200 um2
  • Cell area leaders: edfxtp_1, a22o_1, mux4_2, dfxtp_1, mux2i_1
  • Area leader share: 50.3%
  • Post-Synth Simple-Gate Area: 9.70%
  • Post-Syn Area per Cell: 12.7 um2
  • Adder share: 1.73%
  • Yosys chip area: 38,200 um2
  • Yosys aoi share: 15.9%
  • Count leader, synth: edfxtp_1
  • Seq cells post-synth: 726

Detailed routing
  • Iteration-0 DRC Markers: 1,910
  • Drt drc: 0
  • Post-route ant nets: 0
  • Vias per inst: 5.42
  • Vias: 27,000
  • DR pass1 iterations: 7
  • Routed wire per std cell: 23.3 um
  • Routed wire length: 116 mm

Power and ir drop
  • PwrDens: 63.8 nW/um2
  • Max rail drop VDD: 0.0526 mV
  • Leak: 16.2 nW
  • Overall power: 2.95 mW

GRT
  • Global-route wire length before repair: 173 mm
  • Number of global-route vias before repair: 27,200
  • Grt total ovfl: 0
  • Total track usage: 18.6%
  • Largest net degree at the start of global routing: 139
  • Initial antenna violation count: 6

Placement
  • DP Cell Count: 4,840
  • Port-buffer cells: 380
  • DP Wirelength: 72.7 mm
  • RePlAce Congestion: 0.952

Floorplanning
  • Die Size: 129,000 um2
  • CORE AREA: 126,000 um2
  • Die W: 359 um
  • FP Rows: 130
  • Boundary Pins: 462
  • Die Y: 359 um
  • FP Core Util: 30.3%

Clock tree
  • Resize count post-CTS: 0
  • CTS H-tree lvls: 3
  • Clock Tree Root: clkbuf_16
  • Setup bufs post-CTS: 0
  • Num CTS Buffers: 81
  • Worst-path clk slew: 0.06 ns
  • Insertion delay to the later sink of the worst-skew pair: 0.67 ns
  • TritonCTS clock tree: built
  • Cts hold-fix bufs: 0
  • Buffer depth of the longest clock path: 3

Min path
  • Worst Hold Class: flip-flop to flip-flop
[registers in the layout, summed over array words and instances, names as in the netlist, 8 cells and up]
signal and count:
beat_counter_ff 8, dma_error_ff 34, u_fifo_rd_error.fifo_ff 256, u_fifo_rd_strb.fifo_ff 32, u_fifo_wr_data.fifo_ff 96, u_fifo_wr_error.fifo_ff 256
[per-layer routing]
| layer | vias up | global-route usage, % | part of all wire (%) |
|---|---|---|---|
| met3 | 175 | 12.2 | 15 |
| met2 | 1644 | 26.4 | 44 |
| li1 | 12100 | - | - |
| met4 | 10 | 3.93 | 2.4 |
| met1 | 13100 | 24.5 | 39 |
| met5 | - | 0.111 | 0.064 |
[cells by family (layout without fill, tap and decap cells)]
kind of cell	count (synthesis)	after routing
AND-OR/OR-AND	787	787
XOR/XNOR	58	58
adder cells (fa/ha/maj)	51	51
buffers and inverters	359	652
flip-flops	725	725
latches	1	1
multiplexers	269	269
other	1	53
AND/OR/NAND/NOR	745	745
[through the flow]
stage | utilization (%) | hold WS (ns) | cell area [um2] | setup slack [ns]
6_report | 36.8 | 0.486 | 46300 | 11.89
5_1_grt | 36.8 | 0.516 | 46300 | 11.67
4_1_cts | 36.8 | 0.490 | 46300 | 11.87
3_5_place_dp | 34.6 | 0.477 | 43600 | 11.88
3_3_place_gp | 34.6 | 0.482 | 43600 | 11.90
2_1_floorplan | - | 0.442 | 38400 | 6.79
[cell type report]
type                    count  area [um2]
diodes                      2        5.00
clock buffers             110        2220
clock inverters            39         498
fillers                 12000       79600
inverters                  46         173
multi-input cells        1961       16000
flip-flops and latches    726       21000
well taps                1650        2060
repair buffers            457        4400
[report_power, final]
part | switching, mW | internal (mW)
combinational | 0.204 | 0.142
clock | 0.518 | 0.706
sequential | 0.0231 | 1.36
[critical path, delay by kind of cell]
kind,cells,cell delay [ns]
buffers and inverters,3,1.72
and+or+nand+nor,5,1.33
[worst paths after layout]
check | start | slack, ns | depth (start not counted) | end
worst min-delay path | wr_counter_ff[2]$_SDFFE_PP0P_ | 0.49 | 2 | wr_counter_ff[2]$_SDFFE_PP0P_
worst max-delay path | dma_abort_i | 11.89 | 8 | dma_mosi_o[75]
worst max register to register | u_fifo_wr_data.write_ptr_ff[0]$_SDFFE_PP0P_ | 19.98 | 10 | u_fifo_wr_data.fifo_ff[70]$_DFFE_PP_
worst min register to register | wr_counter_ff[2]$_SDFFE_PP0P_ | 0.49 | 2 | wr_counter_ff[2]$_SDFFE_PP0P_
[cells in the final DEF, fill, tap and decap left out, types with 28 or more instances in the layout]
master and count:
mux2i_1 99, a22o_1 475, xor2_1 30, nor2_1 150, o221ai_1 36, conb_1 51
clkdlybuf4s50_1 379, o21ai_0 189, and2_1 151, ha_1 48, nand2b_1 36, dfxtp_1 79
mux4_2 154, inv_1 43, nand3_1 40, buf_4 75, clkbuf_16 81, nor2b_1 38
edfxtp_1 640, xnor2_1 28, nand2_1 222
No activity file was given, so power comes from the tool's default toggle rates.
